==> flow/design.v <==
module ring_counter (
			output reg [17:0] state,
			input             CLK,
			input             nCLR );
    	parameter T01    = 18'b000000_000000_000001;
    	parameter T02    = 18'b000000_000000_000010;
    	parameter T03    = 18'b000000_000000_000100;
    	parameter T04    = 18'b000000_000000_001000;
	parameter T05    = 18'b000000_000000_010000;
	parameter T06    = 18'b000000_000000_100000;
	parameter T07    = 18'b000000_000001_000000;
	parameter T08    = 18'b000000_000010_000000;
	parameter T09    = 18'b000000_000100_000000;
	parameter T10    = 18'b000000_001000_000000;
	parameter T11    = 18'b000000_010000_000000;
	parameter T12    = 18'b000000_100000_000000;
	parameter T13    = 18'b000001_000000_000000;
	parameter T14    = 18'b000010_000000_000000;
	parameter T15    = 18'b000100_000000_000000;
	parameter T16    = 18'b001000_000000_000000;
	parameter T17    = 18'b010000_000000_000000;
	parameter T18    = 18'b100000_000000_000000;
    initial begin
        state <= T01;
    end
    always @(posedge CLK) begin
        if(!nCLR) begin
		state <= T01;
	end
        else
            case(state)
                T01:      state <= T02;
                T02:      state <= T03;
                T03:      state <= T04;
                T04:      state <= T05;
                T05:      state <= T06;
		T06:      state <= T07;
                T07:      state <= T08;
                T08:      state <= T09;
                T09:      state <= T10;
                T10:      state <= T11;
		T11:      state <= T12;
                T12:      state <= T13;
                T13:      state <= T14;
                T14:      state <= T15;
                T15:      state <= T16;
		T16:      state <= T17;
                T17:      state <= T18;
                default: state <= T01;
            endcase
    end
endmodule
==> flow/run.sh <==
#!/bin/bash
# OpenROAD 26Q1-2900-gdf79404cd8, Yosys 0.63+post, stock flow scripts
make -C /OpenROAD-flow-scripts/flow DESIGN_CONFIG=/design/flow/config.mk WORK_HOME=/design/flow/orfs finish
==> flow/config.mk <==
export PLATFORM = sky130hd
export DESIGN_NAME = ring_counter
export DESIGN_NICKNAME = ring_counter
export VERILOG_FILES = /design/flow/design.v
export SDC_FILE = /design/flow/constraint.sdc
export NUM_CORES = 4
export LEC_CHECK = 1
export CORE_AREA = 10 10 102 102
export DIE_AREA = 0 0 112 112
==> flow/constraint.sdc <==
current_design ring_counter

set clk_period 2.3
set clk_io_pct 0.2

create_clock -name clk0 -period $clk_period [get_ports {CLK}]

set non_clock_inputs [all_inputs -no_clocks]
set_input_delay [expr $clk_period * $clk_io_pct] -clock clk0 $non_clock_inputs
set_output_delay [expr $clk_period * $clk_io_pct] -clock clk0 [all_outputs]
==> flow report <==
CTS
------------------------------------------------------------------------------------------
Root Buffer                                                                   sky130_fd_sc_hd__clkbuf_8
Post-cts gate resize count                                                               0
Setup Fix Bufs, Post-CTS                                                                 0
Clock sinks                                                                             18
TritonCTS clock tree                                                                 built
H-tree depth reported by CTS                                                             1
Insertion delay at the late pin of the worst-skew pair                              250 ps
Clock tree buffer depth                                                                  2
Num CTS Buffers                                                                          3
Number of buffers added to fix hold violations after cts                                 0
Clock edge transition at the registers on the reported setup and hold paths          70 ps

GLOBAL ROUTE
------------------------------------------------------------------------------------------
Overflow after GRT                                                                       0
Largest net degree at the start of global routing                                       11
Global-route wire length before repair                                             3.82 mm
Antenna violations before repair                                                         0
GRT Overall Usage                                                                   0.0370
Via count of the first global-routing pass                                             697

FINISH
------------------------------------------------------------------------------------------
Non-filler cells, final                                                                219
Regs by FF count                                                                state (18)
Proportion of layout cells with a drive suffix above 1                               0.105
Max FFs per register                                                                    18
Register with the most flip-flops                                                    state
Area growth syn-to-layout                                                            43.4%

LOGIC SYNTHESIS
------------------------------------------------------------------------------------------
Area leader, netlist                                                          sky130_fd_sc_hd__dfxtp_1
Number of distinct library cells after synthesis                                        30
Yosys chip area                                                                    868 µm²
Total standard cell area after synthesis                                           868 µm²
Most popular library cell in the synthesized design by count                  sky130_fd_sc_hd__dfxtp_1
Main area contributors after synthesis                                        sky130_fd_sc_hd__dfxtp_1 41%, sky130_fd_sc_hd__nor3b_1 6.1%, sky130_fd_sc_hd__nor3b_2 5.8%, sky130_fd_sc_hd__nor4_1 4.3%, sky130_fd_sc_hd__nor2_1 3.5%
Async S/R FF share, synth                                                                0
Yosys Warn Count                                                                         1
Dominant register cell in the synthesized netlist                             sky130_fd_sc_hd__dfxtp_1
Fraction of synthesized cell area in xor and xnor cells                             0.0303
Number of standard cells reported by yosys                                              91
Synthesized instance count                                                              91
Compound-gate portion of the synthesized area                                        0.104
Flip-flops with a built-in enable                                                        0
Synthesized-area fraction occupied by adder cells                                        0
FF+latch count, synth                                                                   18
Top cell type's share of synthesized area                                            0.415
Area fraction in and, or, nand and nor cells after synthesis                         0.447
Main kind of combinational logic by area                                      simple AND/OR/NAND/NOR gates
MUX area fraction                                                                        0
Most used standard cells in the synthesized netlist                           18 x sky130_fd_sc_hd__dfxtp_1, 8 x sky130_fd_sc_hd__nor2_1, 7 x sky130_fd_sc_hd__nand2_1, 7 x sky130_fd_sc_hd__nor3b_1, 6 x sky130_fd_sc_hd__nor4_1
Share of the yosys chip area belonging to registers                                  0.415
Mean post-synth cell area                                                         9.54 µm²

FLOORPLAN
------------------------------------------------------------------------------------------
Standard cell core area                                                        0.00822 mm²
Vertical extent of the die                                                          112 µm
Number of standard-cell rows in the floorplan                                           33
Total die size                                                                  0.0125 mm²
Number of top-level pins                                                                20
Horiz. Die Dim                                                                      112 µm
Starting Density                                                                     0.106

WORST SETUP PATH
------------------------------------------------------------------------------------------
End point of the critical path                                                   state[12]
Startpoint of the worst-slack reg-to-reg timing path                          state[1]$_SDFF_PN0_
Type of the worst setup path                                                       reg2out
Gate family responsible for the most delay along the worst path                 flip-flops
Data required, critical path                                                       1840 ps
Buffers & Inverters on Critical Path                                                     1
Start point of the critical path                                              state[12]$_SDFF_PN0_
Endpoint class of the critical path                                           primary output
Flop2flop setup slack                                                               590 ps
CP cell instances                                                             clkdlybuf4s50_1
Worst reg2reg path depth                                                                 4
Worst path max stage delay                                                          550 ps
Worst R2R End                                                                 state[0]$_SDFF_PN1_
Data arrival time of the critical path                                             1350 ps
WP depth                                                                                 1
Worst-path fanout max                                                                    9
Startpoint type of the worst setup path                                          flip-flop
Critical path's slowest cell                                                  sky130_fd_sc_hd__dfxtp_1

PWR
------------------------------------------------------------------------------------------
Combinational group share of total power                                             0.159
Int Power                                                                         0.533 mW
Cell leakage power                                                                0.405 nW
Share of total power in sequential cells                                             0.476
Maximum vdd ir drop                                                             0.000242 V
Switching power of the nets                                                       0.185 mW
Ratio of total power to cell area                                               577 mW/mm²
Fraction of power spent switching nets                                               0.258
Part of the total power dissipated in the clock network                              0.365

ROUTE
------------------------------------------------------------------------------------------
Post-detailed-route wirelength per cell                                            11.1 µm
Via density per instance                                                              3.62
DRT iter0 DRCs                                                                          50
First-pass iteration count of the detailed router                                        4
Via Count                                                                              792
Total wirelength of the detailed-routed design                                     2.42 mm
Inserted Diodes                                                                          0
Remaining DRCs                                                                           0
Antenna viol nets, final                                                                 0

STA
------------------------------------------------------------------------------------------
Slew Viols, Final                                                                        0
Setup_tns                                                                             0 ps
Slew Limit Headroom                                                                  0.578
Slew @ Worst Pin                                                                    627 ps
Max Clock Freq                                                                     552 MHz
WHS                                                                                 492 ps
Setup repair after global routing missed its margin                                  false
Min Tclk post-route                                                                1810 ps
Final clock skew                                                                   1.73 ps
Count of endpoints failing hold in the final timing report                               0
Number of setup violations in the final report                                           0
Share of the cycle needed by the critical path after routing                         0.788

STATUS
------------------------------------------------------------------------------------------
Result of the run                                                             finished clean

PLACED DESIGN
------------------------------------------------------------------------------------------
Cell Count Post-Placement                                                              215
Final RePlAce weighted congestion                                                    0.810
Final HPWL DP                                                                      1.87 mm
Count of input and output buffers                                                       19

FLOW RUN
------------------------------------------------------------------------------------------
Maximum capacitance violations                                                           0
Number of logged tool warnings                                                          25

WORST HOLD PATH
------------------------------------------------------------------------------------------
Class of the worst hold path                                                       reg2reg
Number of cells on the worst hold path                                                   1

power by group through the flow:
| stage | Sequential, mW | Clock, mW | Combinational (mW) |
|---|---|---|---|
| CTS | 0.342 | 0.266 | 0.116 |
| global route | 0.344 | 0.280 | 0.130 |
| finish | 0.342 | 0.262 | 0.114 |
worst min path at each step:
stage	from	end	slack, ps
CTS	state[9]$_SDFF_PN0_	state[9]$_SDFF_PN0_	490
global route	state[4]$_SDFF_PN0_	state[5]$_SDFF_PN0_	540
finish	state[9]$_SDFF_PN0_	state[9]$_SDFF_PN0_	490
cells by family after synthesis:
logic type / after synthesis
buffers and inverters: 1
flip-flops: 18
AND-OR/OR-AND: 12
XOR/XNOR: 3
AND/OR/NAND/NOR: 57
cells in the final DEF, fill, tap and decap left out, drive strengths merged, types with 3 or more instances in the layout:
cell	netlist	final
xor2	3	3
nor4	7	7
clkbuf	0	4
dfxtp	18	18
clkdlybuf4s50	0	19
and2	3	3
nor2	8	8
nand3	5	5
o21ai	3	3
nor3	4	4
nor3b	11	11
nand2	7	7
metrics by stage:
stage,power [mW],util,setup WS (ps),cell area [µm²]
after floorplan,0.418,-,904,868
after global placement,0.464,0.145,424,1190
after detailed placement,0.463,0.145,396,1190
after CTS,0.723,0.152,486,1240
after global routing,0.754,0.152,448,1240
final,0.718,0.152,488,1240
per-layer routing:
layer	vias to the layer above	global-route usage	part of all wire
met4	0	0.00169	0.0033
met5	-	0	0
met2	29	0.0443	0.36
li1	393	-	-
met1	368	0.0529	0.49
met3	2	0.0277	0.15
area by class of cell:
type	instances	area [µm²]
well taps	105	131
fillers	901	6970
inverters	1	3.75
multi-input cells	72	504
clock buffers	4	55.1
repair buffers	19	190
flip-flops and latches	18	360
Power figures rest on the tool's default switching activity, not on a simulated workload.
